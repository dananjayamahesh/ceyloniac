===== ./run.sh =====
#!/bin/bash
# OpenROAD 26Q1-2900-gdf79404cd8, Yosys 0.63+post, stock flow scripts
make -C /OpenROAD-flow-scripts/flow DESIGN_CONFIG=/design/flow/config.mk WORK_HOME=/design/flow/orfs finish

===== ./config.mk =====
export PLATFORM = sky130hd
export DESIGN_NAME = ceyloniac_pc_sel_mux
export DESIGN_NICKNAME = ceyloniac_pc_sel_mux
export VERILOG_FILES = /design/flow/design.v
export SDC_FILE = /design/flow/constraint.sdc
export NUM_CORES = 4
export LEC_CHECK = 1
export CORE_AREA = 10 10 95 95
export DIE_AREA = 0 0 105 105

===== ./constraint.sdc =====
current_design ceyloniac_pc_sel_mux

set clk_period 1.5
set clk_io_pct 0.2

create_clock -name clk0 -period $clk_period

set non_clock_inputs [all_inputs -no_clocks]
set_input_delay [expr $clk_period * $clk_io_pct] -clock clk0 $non_clock_inputs
set_output_delay [expr $clk_period * $clk_io_pct] -clock clk0 [all_outputs]

===== ./design.v =====
`timescale 1ns / 1ps
module ceyloniac_pc_sel_mux
#(parameter ALU_DATA_WIDTH=32)
(
pc_src,
pc_in_0,
pc_in_1,
pc_in_2,
pc_in_3,
pc_mux_out
    );
input [1:0]pc_src;
input [ALU_DATA_WIDTH-1:0]pc_in_0,pc_in_1,pc_in_2,pc_in_3;
output reg [ALU_DATA_WIDTH-1:0]pc_mux_out;
always@(*)begin
case(pc_src)
2'b00:pc_mux_out=pc_in_0;
2'b01:pc_mux_out=pc_in_1;
2'b10:pc_mux_out=pc_in_2;
2'b11:pc_mux_out=pc_in_3;
endcase
end
endmodule

==> results.json <==
{
  "grt_start_max_net_pins": 17,
  "path_max_fanout": 5,
  "drc": 0,
  "yosys_warnings": 1,
  "yosysCellCount": 39,
  "lay_top_cells": "128 x dlygate4sd2_1, 32 x mux4_2, 31 x buf_2, 5 x buf_12, 5 x buf_6",
  "drt_iter0_drc": 17,
  "synth_top_area_share_pct": 82.9,
  "max_slew.worst_pin.slew_ns": 0.159,
  "cp-end-kind": "primary output",
  "finalCritPeriodShare_pct": 104,
  "nClkBuffers": 0,
  "cpMaxStageDelayCell": "mux4_2",
  "areaGrowthSynthToFinish_pct": 193,
  "synth_area_um2": 815,
  "period_needed_ns": 1.56,
  "antenna_found_initial": 1,
  "first_global_vias": 1516,
  "tns_ns": -0.755,
  "synth_area_leader_cell": "mux4_2",
  "layout_setup_ws_ns": -0.0586,
  "hold_viol": 0,
  "ios": 162,
  "gp_congestion": 0.839,
  "critPathArrivalTime_ns": 1.26,
  "crit_type": "in -> out",
  "ys_seq_share_pct": 0,
  "final_util_pct": 34.5,
  "mostFrequentLayoutCell": "dlygate4sd2_1",
  "finalMaxSlewViolations": 0,
  "slew_headroom_pct": 89.5,
  "die_width_um": 105,
  "core_um2": 6910,
  "vdd_drop_max_mv": 0.128,
  "power_per_cell_area_nw_per_um2": 246,
  "vias_per_cell": 3.96,
  "die_area_um2": 11000,
  "yosys.cell_types.count": 5,
  "critPathLaunchType": "primary input",
  "seq_area_um2": 0,
  "cap_viol_max_count": 0,
  "wl_per_cell_um": 22.6,
  "routed_wirelength_mm": 6.88,
  "finalPower_uw": 587,
  "vias": 1204,
  "dp_slack_ns": -0.643,
  "ys_area_um2": 815,
  "path_cells": "buf_12, buf_12, clkbuf_16, mux4_2, buf_2",
  "synth.area.top_cells": "mux4_2 83%, buf_12 7.4%, mux4_1 6.5%",
  "drive_gt1_share_pct": 38.2,
  "fp.dieH_um": 105,
  "crit_path_frequent_cell": "buf_12",
  "use_met2_pct": 21.4,
  "required_ns": 1.20,
  "setup_violations": 19,
  "overflow": 0,
  "grt_use_met1_pct": 14.0,
  "fillCellCount": 751,
  "hold_depth": 3,
  "port_buffers": 162,
  "violations": "negative setup slack",
  "fin_area_um2": 2390,
  "fmax_mhz": 642,
  "hold_buffers": 0,
  "cpPeakStageDelay_ns": 0.49,
  "busiest_layer": "met2",
  "syn_avg_cell_area_um2": 20.9,
  "synth_cells": 39,
  "p_leak_uw": 0.00113,
  "grt_pass1_wl_mm": 10.1,
  "dpl-instance-area_um2": 2520,
  "fp_util_pct": 11.8,
  "status": "complete, but fails checks",
  "flop-count": 0,
  "dp_hpwl_mm": 6.16,
  "dr.pass1.iters": 3,
  "met3_usage_pct": 4.53,
  "rsz0062_at_grt": "yes",
  "placementRows": 30,
  "drtAntennaViolNets": 0,
  "track_usage_pct": 11.9,
  "hp-class": "in -> out",
  "warning_count": 34
}
==> where the power goes <==
group,internal [µW],switching (µW)
clock network,0.0000891,0
logic,424,162
registers,0,0
==> per-stage QoR <==
stage,hold slack [ns],std cells
CTS,1.09,301
global route,1.09,304
floorplan,0.686,39
global placement,1.54,293
finish,1.08,304
detailed placement,1.55,293
==> repair_timing <==
item / 4_1_cts / 5_1_grt
endpoints found under the setup margin: 32 / 26
cloned: 2 / 1
endpoints found under the hold margin: 0 / 0
buffers inserted: 6 / 1
resized: 251 / 0
==> cell usage after synthesis <==
library cell,n
buf_12,3
buf_2,3
buf_6,1
mux4_1,2
mux4_2,30
==> final cells by class <==
cell class	instances	area, µm²	share of cell area, %
antenna	1	2.50	0.105
timing repair buffer	175	1540	64.7
multi-input combinational	32	721	30.2
tap	96	120	5.03
==> logic make-up after synthesis <==
logic type             after synthesis  share of synthesized area, %
multiplexers                        32                          89.4
buffers and inverters                7                          10.6
==> layer usage <==
layer | part of all wire, % | routed length (µm)
met3 | 9.6 | 657
met4 | 0 | 0
met5 | 0 | 0
met2 | 52 | 3550
met1 | 39 | 2670
==> path summary, 6_finish.rpt <==
check,slack [ns],from,end
setup / recovery,-0.06,pc_src[0],pc_mux_out[7]
hold / removal,1.08,pc_in_0[24],pc_mux_out[24]
==> worst max-delay path, delay by kind of cell <==
family	cells	cell delay, ns
mux	1	0.49
buf+inv	4	0.47
Power is estimated from default activity; no workload was simulated.
