[flow/run.sh]
#!/bin/bash
# OpenROAD 26Q1-2900-gdf79404cd8, Yosys 0.63+post, stock flow scripts
make -C /OpenROAD-flow-scripts/flow DESIGN_CONFIG=/design/flow/config.mk WORK_HOME=/design/flow/orfs finish
[flow/config.mk]
export PLATFORM = sky130hd
export DESIGN_NAME = ceyloniac_a_b
export DESIGN_NICKNAME = ceyloniac_a_b
export VERILOG_FILES = /design/flow/design.v
export SDC_FILE = /design/flow/constraint.sdc
export NUM_CORES = 4
export LEC_CHECK = 1
export CORE_UTILIZATION = 40
[flow/constraint.sdc]
current_design ceyloniac_a_b

set clk_period 1.0
set clk_io_pct 0.2

create_clock -name clk0 -period $clk_period [get_ports {clk}]

set non_clock_inputs [all_inputs -no_clocks]
set_input_delay [expr $clk_period * $clk_io_pct] -clock clk0 $non_clock_inputs
set_output_delay [expr $clk_period * $clk_io_pct] -clock clk0 [all_outputs]
[flow/design.v]
`timescale 1ns / 1ps
module ceyloniac_a_b
#(parameter RAM_DATA_WIDTH=32)
(
clk,
reset,
read_data1,
read_data2,
read_data_a,
read_data_b
);
input clk;
input reset;
input [RAM_DATA_WIDTH-1:0]read_data1;
input [RAM_DATA_WIDTH-1:0]read_data2;
output reg[RAM_DATA_WIDTH-1:0]read_data_a;
output reg [RAM_DATA_WIDTH-1:0]read_data_b;
always@(posedge clk)begin
  if(!reset)begin
    read_data_a<=read_data1;
	 read_data_b<=read_data2;
	 end
	 else begin
	 read_data_a<=0;
	 read_data_b<=0;
	 end
end
endmodule
==> impl_metrics.csv <==
group,metric,value,unit
run_status,outcome,"finished clean",
layout,design_area,3140,um^2
synth,synth_top_cell_by_area,"dfxtp_1",
worst_hold_path,hold_class,"in2reg",
synth,syn_inst,135,
synth,synth_area_per_cell,14.2,um^2
power,swShare,0.191,
power,p_int,4.53,mW
placed_design,post-place-ws,0.0262,ns
layout,finalNonFillerCells,328,
layout,drive_gt1_frac,0.518,
critical_path,crit_chain,"buf_2",
global_route,grt_pass1_vias,1281,
worst_hold_path,worstHoldPathCells,2,
floorplanning,io_pins,130,
clocking,ctsRootBufferMaster,"clkbuf_8",
clocking,post_cts_buffers,0,
sta,fin_setup_tns,0,ns
floorplanning,chipWidth,71.2,um
sta,slew_headroom,0.868,
route,drt_iter0_drc,65,
power,power_frac_clock,0.416,
critical_path,critPathCapture,"read_data_a[31]",
critical_path,crit_buf_inv,1,
power,leakagePower,1.44,nW
sta,period_needed,0.934,ns
sta,slew_viol_final,0,
global_route,gr-total-overflow,0,
synth,synth_flops,64,
route,vias,1327,
route,wl_per_cell,12.2,um
power,vdd_drop_max,1.07,mV
synth,syn_area,1920,um^2
clocking,cts.sinks,64,
sta,hold_viol_final,0,
sta,fin_ws,0.0657,ns
sta,tightestPinTransition,0.198,ns
route,drc_errors,0,
route,first_pass_iters,30,
clocking,cts_made_buffers,9,
synth,yosys.stat.seqShare,0.668,
clocking,cts_tree,"built",
critical_path,slowest_delay,0.30,ns
layout,area.growth.synth_to_final,63.9,%
critical_path,crit_cells,1,
synth,synth_top_area_share,0.668,
floorplanning,die_h,71.2,um
critical_path,cp_top_family,"flip-flops",
floorplanning,num_rows,24,
route,ant_nets,0,
clocking,max-clock-path-buffers,2,
global_route,grt_pass1_wl,6090,um
route,diodes,0,
power,p_comb_frac,0.099,
power,pwr-share-seq,0.484,
synth,netlist_top_cells_count,"dfxtp_1, nor2b_2, buf_6",
route,vias_per_cell,4.05,
critical_path,crit_type,"reg2out",
critical_path,worstSetupStartpoint,"read_data_a[31]$_SDFF_PP0_",
sta,max_clock_freq,1.07,GHz
power,p_per_area,1780,nW/um^2
job,tool_warnings,26,
global_route,grt_start_max_net_pins,30,
clocking,clk_pin_slew,0.07,ns
synth,ys_chip_area,1920,um^2
synth,ys.flop_type,"dfxtp_1",
critical_path,crit_fanout,1,
synth,yosysMostFrequentCell,"dfxtp_1",
synth,edf_count,0,
layout,finish.utilization,0.702,
clocking,htree_levels,3,
synth,yosysWarnings,1,
synth,synth_cell_types,5,
placed_design,dp_hpwl,2780,um
job,maxCapViolCount,0,
power,net-switching-power,1.07,mW
clocking,hold_buffers,0,
critical_path,cp-end-kind,"primary output",
synth,async_flop_share,0,
placed_design,dp_cells,312,
critical_path,startpoint_type,"flop",
critical_path,crit_arrival,0.73,ns
critical_path,cp_slowest_cell,"dfxtp_1",
sta,grt_setup_unrepaired,"no",
synth,synth.area.top_cells,"dfxtp_1, nor2b_2, buf_6",
critical_path,required,0.80,ns
floorplanning,core,4470,um^2
placed_design,gp_congestion,0.701,
placed_design,dpl-instance-area,3250,um^2
floorplanning,initCoreUtil,0.429,
global_route,grt_usage,0.161,
floorplanning,dieArea,5080,um^2
synth,ys_cells,135,
placed_design,io_buffers,129,
route,wl,3990,um
sta,finalCritPeriodShare,0.934,
global_route,antenna_found_initial,0,
sta,setup_violations,0,
-- per-stage QoR --
stage               power [mW]  hold slack, ns
detailed placement        3.46           0.501
finish                    5.59           0.157
global route              5.82           0.161
global placement          3.46           0.501
CTS                       5.66           0.144
floorplan                 2.94           0.328
-- state kept, by name, summed over array words and instances, names as in the netlist --
register,cells
read_data_b,32
read_data_a,32
-- power groups by stage --
stage	combinational [mW]	sequential, mW	clock [mW]
CTS	0.568	2.71	2.38
finish	0.555	2.71	2.33
global route	0.605	2.72	2.49
-- kinds of logic after synthesis --
| logic type | synth area share |
|---|---|
| buffers and inverters | 0.0450 |
| flip-flops | 0.668 |
| AND/OR/NAND/NOR | 0.287 |
-- what timing repair did --
action	in CTS	in global routing
setup endpoints to repair	64	1
endpoints found under the hold margin	0	0
gates resized	193	1
-- how the worst min path moves through the flow --
stage                 start                         end  slack (ns)
after CTS             reset  read_data_a[20]$_SDFF_PP0_        0.14
after global routing  reset  read_data_a[20]$_SDFF_PP0_        0.16
final                 reset  read_data_a[20]$_SDFF_PP0_        0.16
-- cell type report --
| type | instances | area (um^2) |
|---|---|---|
| clock buffers | 14 | 183 |
| clock inverters | 2 | 35.0 |
| fillers | 367 | 1330 |
| multi-input cells | 64 | 551 |
| flip-flops and latches | 64 | 1280 |
| well taps | 52 | 65.1 |
| repair buffers | 132 | 1030 |
-- cell usage in the layout (no fill, tap or decap), drive strengths merged --
cell / Yosys / layout
buf: 7 / 67
dfxtp: 64 / 64
clkdlybuf4s50: 0 / 64
clkinv: 0 / 1
nor2b: 64 / 64
bufinv: 0 / 1
clkbuf: 0 / 15
-- per-layer routing --
layer	global-route usage	vias to the layer above	share of wire
li1	-	676	-
met1	0.238	554	0.41
met2	0.232	88	0.43
met3	0.0670	9	0.14
met4	0.0378	0	0.018
met5	0	-	0
No activity file was given, so power comes from the tool's default toggle rates.
