## design/flow/config.mk

```make
export PLATFORM = sky130hd
export DESIGN_NAME = ceyloniac_alu_in_b_sel_mux
export DESIGN_NICKNAME = ceyloniac_alu_in_b_sel_mux
export VERILOG_FILES = /design/flow/design.v
export SDC_FILE = /design/flow/constraint.sdc
export NUM_CORES = 4
export LEC_CHECK = 1
export CORE_AREA = 10 10 95 95
export DIE_AREA = 0 0 105 105
```

## design/flow/constraint.sdc

```tcl
current_design ceyloniac_alu_in_b_sel_mux

set clk_period 1.0
set clk_io_pct 0.2

create_clock -name clk0 -period $clk_period

set non_clock_inputs [all_inputs -no_clocks]
set_input_delay [expr $clk_period * $clk_io_pct] -clock clk0 $non_clock_inputs
set_output_delay [expr $clk_period * $clk_io_pct] -clock clk0 [all_outputs]
```

## design/flow/design.v

```verilog
`timescale 1ns / 1ps
module ceyloniac_alu_in_b_sel_mux
#(parameter ALU_DATA_WIDTH=32)
(
alu_src_b,
mux_in_0,
mux_in_1,
mux_in_2,
mux_in_3,
mux_out
    );
input [1:0]alu_src_b;
input [ALU_DATA_WIDTH-1:0]mux_in_0,mux_in_1,mux_in_2,mux_in_3;
output reg [ALU_DATA_WIDTH-1:0]mux_out;
always@(*)begin
case(alu_src_b)
2'b00:mux_out=mux_in_0;
2'b01:mux_out=mux_in_1;
2'b10:mux_out=mux_in_2;
2'b11:mux_out=mux_in_3;
endcase
end
endmodule
```

## design/flow/run.sh

```bash
#!/bin/bash
# OpenROAD 26Q1-2900-gdf79404cd8, Yosys 0.63+post, stock flow scripts
make -C /OpenROAD-flow-scripts/flow DESIGN_CONFIG=/design/flow/config.mk WORK_HOME=/design/flow/orfs finish
```

==> flow_summary.ini <==
; yosys + openroad results
[worst_hold_path]
worstHoldStart = mux_in_3[27]
min_to = mux_out[27]
hp-class = in2out
hold_depth = 3

[global_routing]
grt_pass1_wl_um = 9880
grt_max_degree = 17
antenna_found_initial = 3
grt_pass1_vias = 1568
grt_usage_pct = 11.93
grt-ovfl-total = 0

[synth]
syn_avg_cell_area_um2 = 20.89
ys_cells = 39
yosys.stat.seqShare_pct = 0
ys_types = 5
synth_warnings = 1
syn_inst = 39
syn_area_um2 = 814.5
ys_area_um2 = 814.5

[power_and_ir_drop]
cellInternalPower_uw = 654.1
powerDensity_nw_per_um2 = 370.3
p_seq_share_pct = 0
p_leak_nw = 1.142
finalPower_uw = 894.7
combPwrFrac_pct = 100.0
swShare_pct = 26.89
ir_drop_uv = 138.0
power_switching_uw = 240.6
p_clk_share_pct = 0

[detailed_routing]
avgRoutedWirePerCell_um = 22.59
drc = 0
first_pass_iters = 4
vias_per_cell = 4.139
wl_um = 6823
drtIter0Drc = 13
ant_nets = 0
via_count = 1250

[final_timing]
worst-slew-pin-transition_ps = 115.3
fmax_ghz = 0.7533
fin_ws_ps = -327.6
period_needed_ps = 1328
slew_headroom_pct = 92.31
whs_ps = 881.7
period_used_pct = 132.8
grt_setup_unrepaired = true
finalHoldViolations = 0
finalMaxSlewViolations = 0
finalSetupViolCount = 32

[place]
dpl.hpwl_um = 5577
port_buffers = 162
routabilityCongestion = 0.8137
dp_cells = 294
postPlaceCellArea_um2 = 2520

[die]
fp_util_pct = 11.79
rows = 30
ios = 162
dieHeight_um = 105
die_w_um = 105
core-area_um2 = 6907
dieArea_um2 = 11030

[cells_and_area]
fin_area_um2 = 2416
seq_cells = 0
drive_above_1_share_pct = 37.25
seq_area_um2 = 0
area_growth_pct = 196.6
clkbuf_count = 0
finalNonFillerCells = 302

[worst_setup_path]
arrival_ps = 1130
critPathKind = in2out
cp_max_fo = 7
cp-start-kind = primary input
cp.required_ps = 800
startpoint = alu_src_b[0]
endpoint_kind = output pin

[run]
warnings = 35
drv_cap = 0

[outcome]
status = complete, but fails checks
violations = setup timing

[clock_tree]
cts_setup_buffers = 0
layer usage:
layer	global-route usage [%]	up-vias	part of all wire (%)
met1	14.15	572	40
met2	19.48	132	45
met5	0	-	0.10
met3	7.081	2	15
li1	-	542	-
met4	0	2	0.029
cell families after synthesis:
logic type             Yosys count  synth area share [%]
buffers and inverters            7                 10.60
multiplexers                    32                 89.40
cell usage in the layout (no fill, tap or decap):
cell type / instances
buf_12: 3
buf_6: 3
bufbuf_16: 1
buf_4: 1
mux4_2: 32
dlygate4sd2_1: 128
buf_2: 30
buf_16: 6
diode_2: 2
what timing repair did:
item	in CTS	in global routing
hold buffers	0	0
gates resized	251	1
endpoints found under the setup margin	32	32
gates cloned	6	0
cell type report:
cell class / count / area, um^2
Fill cell: 758 / 4491
Antenna cell: 2 / 5.005
Tap cell: 96 / 120.1
Timing Repair Buffer: 172 / 1570
Multi-Input combinational cell: 32 / 720.7
cells in the mapped netlist, drive strengths merged:
library cell / n / area (um^2)
mux4: 32 / 728.2
buf: 7 / 86.33
power groups by stage:
stage	Clock, mW	Combinational, mW	Sequential (mW)
after global routing	0.000000134	0.973	0
after CTS	0	0.915	0
final	0.000000267	0.895	0
per-stage QoR:
step / worst slack [ps] / util [%] / TNS [ps]
after floorplan: -91.62 / - / -2749
after global placement: -938.0 / 36.49 / -28750
after detailed placement: -926.6 / 36.49 / -28530
after CTS: -332.0 / 34.86 / -9748
after global routing: -355.5 / 34.95 / -10610
final: -327.6 / 34.98 / -9365
critical path: stages:
cell	delay (ps)
buf_16	140
buf_16	140
mux4_2	510
buf_2	140
worst max-delay path by stage:
stage / endpoint / slack, ps
after CTS: mux_out[7] / -330
after global routing: mux_out[10] / -360
final: mux_out[7] / -330
No activity file was given, so power comes from the tool's default toggle rates.
